## /design/flow/config.mk

```make
export PLATFORM = sky130hd
export DESIGN_NAME = up_counter
export DESIGN_NICKNAME = up_counter
export VERILOG_FILES = /design/flow/design.v
export SDC_FILE = /design/flow/constraint.sdc
export NUM_CORES = 4
export LEC_CHECK = 1
export CORE_AREA = 10 10 70 70
export DIE_AREA = 0 0 80 80
```

## /design/flow/constraint.sdc

```tcl
current_design up_counter

set clk_period 1.5
set clk_io_pct 0.2

create_clock -name clk0 -period $clk_period [get_ports {clk}]

set non_clock_inputs [all_inputs -no_clocks]
set_input_delay [expr $clk_period * $clk_io_pct] -clock clk0 $non_clock_inputs
set_output_delay [expr $clk_period * $clk_io_pct] -clock clk0 [all_outputs]
```

## /design/flow/design.v

```verilog
module up_counter (
    input logic clk,
    input logic rst,
    input logic en,
    output logic[7:0] count
);
always_ff @(posedge clk) begin
    if (rst) begin
        count <= 0;
    end
    else if (en) begin
        count <= count + 1;
    end
end
endmodule
```

## /design/flow/run.sh

```bash
#!/bin/bash
# OpenROAD 26Q1-2900-gdf79404cd8, Yosys 0.63+post, stock flow scripts
make -C /OpenROAD-flow-scripts/flow DESIGN_CONFIG=/design/flow/config.mk WORK_HOME=/design/flow/orfs finish
```

==> flow_metrics.py <==
# Flow results
metrics = {
    "outcome": {
        "run_status": "complete, no violations",
    },
    "floorplanning": {
        "rows": 21,
        "core-area_sq_um": 3420,
        "io_pins": 11,
        "die_y_um": 80,
        "initial_core_util": 0.0993,
        "die_width_um": 80,
        "dieArea_sq_um": 6400,
    },
    "worst_setup_path": {
        "crit_path_top_delay_cell": "clkdlybuf4s50_1",
        "start_kind": "flip-flop",
        "cp_cell_sequence": "clkdlybuf4s50_1",
        "r2r-end": "count[6]$_SDFFE_PP0P_",
        "cp.required_ps": 1200,
        "ff2ff_setup_slack_ps": 240,
        "worstPathArrival_ps": 1140,
        "critPathBufInv": 1,
        "reg2reg_depth": 4,
        "worstSetupEndpointType": "output port",
        "cpPeakStageDelay_ps": 500,
        "critical-path-top-delay-family": "buffers and inverters",
        "critPathMaxFanout": 5,
        "r2r-start": "count[1]$_SDFFE_PP0P_",
        "worstSetupPathType": "reg2out",
    },
    "logic_synthesis": {
        "ys_cells": 37,
        "edf_count": 0,
        "synthCells": 37,
        "ys_warn_count": 1,
        "synth_cell_types": 15,
        "yosys_area_sq_um": 339,
        "ys_seq_share": 0.472,
        "synth-main-ff-cell": "dfxtp_1",
        "ys_async_sr_fraction": 0,
        "avgSynthCellArea_sq_um": 9.16,
        "syn_area_sq_um": 339,
        "ys_ff": 8,
    },
    "cells_and_area": {
        "max_flop_register": "count",
        "lay_top_cells": "clkdlybuf4s50_1, nor2_1, dfxtp_1",
        "final_common_cell": "clkdlybuf4s50_1",
        "drive_gt1_frac": 0.180,
        "reg_top3": "count (8)",
        "largest_reg_flops": 8,
        "syn_to_final_growth_pct": 55.4,
    },
    "hold_path": {
        "min_to": "count[7]$_SDFFE_PP0P_",
        "hold_class": "reg2reg",
        "hold_depth": 2,
        "min_from": "count[7]$_SDFFE_PP0P_",
    },
    "final_timing": {
        "period_used_share": 0.960,
        "rsz0062_at_grt": "no",
        "holdWs_ps": 493,
        "setup_viol_count_final": 0,
        "final.min_clock_period_ps": 1440,
        "final_hold_viol_count": 0,
        "worstMarginPinSlew_ps": 295,
        "max-slew-margin-rel": 0.803,
        "skew_ps": 4.74,
        "maxSlewViolCount": 0,
        "max_freq_ghz": 0.695,
    },
    "power": {
        "ir_drop_uv": 394,
        "p_per_area_nw_per_um2": 815,
        "power_mw": 0.429,
        "leakage_nw": 0.185,
    },
    "clock_tree": {
        "cts_tree": "yes",
        "clk_pin_slew_worst_paths_ps": 50,
        "clock_latency_ps": 260,
        "cts.sinks": 8,
        "cts-root-buf": "clkbuf_4",
        "cts_buffer_depth": 2,
        "cts_hold_buf": 0,
        "postCtsSetupBuffers": 0,
        "htreeDepth": 1,
        "cts_buffers": 3,
    },
    "route": {
        "detail-route-antenna-nets": 0,
        "vias_per_cell": 3.18,
        "wl_per_cell_um": 8.66,
        "finalWirelength_um": 831,
        "diodes": 0,
        "drc": 0,
        "drt_iter0_markers": 4,
        "drt_pass1_iterations": 2,
        "vias": 305,
    },
    "global_route": {
        "overflow": 0,
        "antenna_found_initial": 0,
        "track_usage": 0.0284,
        "grt_pass1_vias": 313,
        "grt_start_max_net_pins": 9,
        "grt_pass1_wl_mm": 1.43,
    },
    "place": {
        "place_congestion": 0.789,
        "dp_hpwl_um": 645,
        "port-buffer-count": 10,
    },
    "job": {
        "tool_warnings": 25,
        "drv_cap": 0,
    },
}
-- synth_stat cells (2+ instances only) --
library cell  n  area (sq um)
a21oi_1       3          15.0
nand4_1       2          12.5
nor2_1        5          18.8
o21ai_0       3          15.0
dfxtp_1       8           160
or3_1         3          18.8
xor2_1        3          26.3
nand3_1       2          10.0
nand2_1       2          7.51
-- logic make-up (layout without fill, tap and decap cells) --
group                    Yosys count  after routing  synth area share
buffers and inverters              2             15            0.0332
AND-OR/OR-AND                      6              6            0.0885
adder cells (fa/ha/maj)            1              1            0.0369
flip-flops                         8              8             0.472
AND/OR/NAND/NOR                   15             15             0.236
multiplexers                       1              1            0.0295
XOR/XNOR                           4              4             0.103
-- final cells by class --
type	instances	area (sq um)
fill	398	2890
multi-input combinational	27	168
sequential	8	164
timing repair buffer	12	115
tap	46	57.6
clock buffer	3	22.5
-- through the flow --
step	cells	utilization	cell area [sq um]	worst slack [ps]	setup TNS (ps)
2_1_floorplan	37	-	339	346	0
3_3_place_gp	93	0.147	500	-48.2	-63.0
3_5_place_dp	93	0.147	500	-85.6	-148
4_1_cts	96	0.153	524	12.0	0
5_1_grt	96	0.154	527	4.08	0
6_report	96	0.154	527	60.5	0
-- power by group --
part           switching, mW  internal [mW]
Combinational         0.0122         0.0231
Clock                 0.0754         0.0917
Sequential           0.00749          0.219
-- worst max-delay path by stage --
stage,from,end,slack [ps],cells past startpoint
finish,count[5]$_SDFFE_PP0P_,count[5],60,1
global route,count[5]$_SDFFE_PP0P_,count[5],4,1
CTS,count[4]$_SDFFE_PP0P_,count[4],10,1
-- timing repair --
action	4_1_cts	5_1_grt
cloned	0	0
endpoints found under the setup margin	1	2
gates resized	1	2
pin swaps	0	0
-- metal layers --
metal | share of wire | global-route usage
met5 | 0 | 0
met3 | 0.16 | 0.0250
met1 | 0.59 | 0.0424
met2 | 0.25 | 0.0297
met4 | 0 | 0
Power and IR drop assume default switching activity.
